$ cat flow/config.mk
export PLATFORM = sky130hd
export DESIGN_NAME = receiver
export DESIGN_NICKNAME = receiver
export VERILOG_FILES = /design/flow/design.v
export SDC_FILE = /design/flow/constraint.sdc
export NUM_CORES = 4
export LEC_CHECK = 1
export CORE_AREA = 10 10 110 110
export DIE_AREA = 0 0 120 120
$ cat flow/constraint.sdc
current_design receiver

set clk_period 2.6
set clk_io_pct 0.2

create_clock -name clk0 -period $clk_period [get_ports {clk}]

set non_clock_inputs [all_inputs -no_clocks]
set_input_delay [expr $clk_period * $clk_io_pct] -clock clk0 $non_clock_inputs
set_output_delay [expr $clk_period * $clk_io_pct] -clock clk0 [all_outputs]
$ cat flow/design.v
`timescale 1ns/1ps
module receiver #(parameter D_bit=8, stop_tick=16) (clk,rst,rx,s_tick,rx_done,rx_out);
	input clk,rst,s_tick,rx;
	output [D_bit-1:0] rx_out;
	output reg rx_done;
	reg [1:0] ps,ns;  
	reg [3:0] p_nbit_receive,n_nbit_receive;   
	reg [4:0] p_tick_num,n_tick_num;   
	reg [D_bit-1:0] p_bits,n_bits;   
	parameter idle=2'b00,start=2'b01,data=2'b10,stop=2'b11;
	always@(posedge clk or posedge rst) begin
		if(rst)
			begin
				ps<=idle;
				p_nbit_receive<=0;
				p_tick_num<=0;
				p_bits<=0;
			end
		else
			begin
			   ps<= ns;
				p_nbit_receive<= n_nbit_receive;
				p_tick_num<= n_tick_num;                 
				p_bits<= n_bits;
			end
		end		
	always@(*)
		begin
	    	rx_done=0;
			ns=ps;
			n_nbit_receive=p_nbit_receive;
			n_bits=p_bits;                          
			n_tick_num=p_tick_num;
			case(ps)
				idle: if(~rx)
							begin
								n_tick_num=0;         
								ns=start;
							end	
				start: if(s_tick)
							if(p_tick_num==7)
								 begin
									n_tick_num=0;
									n_nbit_receive=0;
									ns=data;              
								end	
							else 
								n_tick_num = p_tick_num+1;
				data: if(s_tick==1)
								if(p_tick_num==15)
									begin
										n_tick_num=0;
										n_bits = {rx,p_bits[D_bit-1:1]};
										if(p_nbit_receive==(D_bit-1))
											ns=stop;                             
										else
											n_nbit_receive=p_nbit_receive+1;
									end
								else	
									n_tick_num=p_tick_num+1;
				stop:	if(s_tick==1)
								if(p_tick_num==(stop_tick-1))
									begin
										rx_done=1;
										ns=idle;
									end               
								else
									n_tick_num = p_tick_num +1;
				default: ns=idle;
			endcase		
		end
	assign rx_out=	p_bits;
endmodule	
$ cat flow/run.sh
#!/bin/bash
# OpenROAD 26Q1-2900-gdf79404cd8, Yosys 0.63+post, stock flow scripts
make -C /OpenROAD-flow-scripts/flow DESIGN_CONFIG=/design/flow/config.mk WORK_HOME=/design/flow/orfs finish
==> run notes <==
Latest figures from synthesis and place and route.

The clock tree from TritonCTS is done. The predominant post-synthesis flop cell is dfrtp_1. The height of the die is 120 µm. The horizontal die dimension is 120 µm.

Yosys stat counts 95 cells in the synthesized netlist. Looking at the max-slew report, the worst-margin pin has a slew of 0.800 ns. The smallest clock period supported by the final layout is computed as 2.46 ns. Of the total synthesized cell area, the portion taken by AND-OR and OR-AND cells is 17.5%. The first global-routing pass estimated 3.61 mm of wire. The critical path goes through ha_4 > and3_1 > ha_2 > and3_2 > clkdlybuf4s50_1.

Summing the areas of all fa, ha and maj instances in the mapped netlist gives 5.61% of the synthesized area. The library cell used most frequently in the layout, excluding fill and tap cells, is dfrtp_1. Total global-route track usage over all layers is 2.92%. The post-route setup TNS is 0 ns. The number of H-tree branching levels is 1. Leaving out fill and tap cells, the most frequent cells in the layout are dfrtp_1, clkdlybuf4s50_1, mux2_2.

Hold repair after CTS inserted 0 buffers. Setup repair after global routing left no endpoint under its margin. The number of antenna violations at the first check in global routing is 0.

The weighted congestion at the end of routability-driven global placement is 0.759. The data arrival time reported for the critical path is 1.94 ns. The number of warnings reported in the stage logs is 27. Counting the fill cells in the layout gives 1081. In the final routed layout, each cell accounts on average for 8.51 µm. STA classifies the critical path startpoint as a flip-flop. The largest buffer count on any clock path is 2. The flow ran to the end, and the final reports show no timing, DRC or antenna violations. The worst reg-to-reg setup slack is 0.41 ns.

The number of placed cells counting well taps is 239. The critical path in the final layout is reported with a setup slack of 0.145 ns. Of all nets on the critical path, the largest fanout is 4.

The post-placement cell area is 0.00139 mm². Leaving out filler cells and counting taps, the final layout contains 243. The first-iteration detailed-routing DRC count is 92. The worst setup path is of the flip-flop to output port kind.

Global routing finished with a remaining overflow of 0. For the worst reg-to-reg path, the startpoint reported by OpenROAD is p_tick_num[0]. The post-synthesis sequential element count is 21. The clock reaches the later pin of the worst-skew pair after 0.26 ns. The cell-mix breakdown from Yosys lists the simple-gate area share as 14.9%. The final report gives the core utilization as 14.9%.

The count of final max-slew check failures is 0. Detailed placement ended at an HPWL of 1.59 mm. The count of input and output buffers is 12. The report lists the number of cells resized after CTS as 0. Timing would allow up to 407 MHz. For this run, the chip area from Yosys synthesis comes to 0.00112 mm².

The fraction of layout cells with a size suffix above 1 is 24.5%. The relative max-transition margin is 46.6%. The area fraction in xor and xnor cells is 0%. The post-route DRC violation count is 0. Across the run, the number of max-cap violations was 0. The combined flip-flop and latch cell area is 527 µm². The clock tree root driver cell is clkbuf_8. Counting both buffers and inverters, the worst setup path holds a total of 1. After synthesis, the share of cell area in mux cells is 11.0%. STA lists the startpoint of the worst hold path as p_bits[0]. The synthesis warning total is 1. The die covers 0.0144 mm².

The clock transition at the register clock pins on the worst setup and hold paths after CTS is 0.08 ns. The number of antenna repair diodes is 0. Each instance of the synthesized netlist takes up on average 11.7 µm².

The script computed a power per unit cell area of 705 mW/mm². The remaining number of nets flagged by the antenna check after routing is 0. The worst setup slack before clock tree synthesis is 0.327 ns. Entering global routing, the biggest net connects 22 pins.

The number of different library cells used by synthesis comes to 34. The setup skew after layout is 0.00131 ns. The worst-case reg-to-reg path depth is 7. The flow measured a signed area growth from synthesis to layout of 30.6%. The via count of the first global-routing pass came to 733. The reg-to-reg critical path endpoint is p_bits[5]. The post-synthesis instance area is 0.00112 mm².

Synthesis produced a netlist whose cell count is 95. The sequential cell area fraction in the yosys report is 47.2%. The critical path runs through a total of 5 cells. In this run, synthesis inferred 0 flip-flops with an integrated enable. The iteration count recorded for the first detailed-route pass is 2. For this run, asynchronously set or reset flops after synthesis account for 100%. The number of endpoints failing setup at the final stage is 0.

The overall via count from detail_route is 756. Grouping stages by cell kind, the critical path spends the most delay in buffers and inverters. The endpoint kind of the worst setup timing path is an output port.

For this run, the slowest stage of the critical path takes 0.46 ns. The final cell area excluding filler cells is 0.00146 mm². OpenROAD reports that the post-layout worst path occupies 94.4% of the period.

Looking at the VDD voltage map, the peak drop is 0.191 mV. The floorplan row count is 36. After clock tree synthesis, the setup repair step added 0 buffers.

The CTS report gives the tree buffer count as 3. The floorplan-stage core utilization is 11.4%. The worst-case hold path end point is p_bits[0]. Among all stages on the critical path, the largest delay is contributed by clkdlybuf4s50_1.

The classification of the worst-slack hold path is flip-flop to flip-flop. The critical path required time is 2.08 ns. The worst hold path stage count is 1. The logic area is 562 µm². According to the CTS report, the clock sink count is 21. The count of pins on the block boundary is 13.

The vias per cell is 3.11. The synthesis run identifies the leading combinational cell family as AND-OR/OR-AND gates. The total wire length after detailed routing is 2.07 mm. Counting endpoints that fail hold in the final report gives 0. The static leakage is 0.000601 µW. The total core area is 0.00977 mm².
-- how the worst max path moves through the flow --
stage        startpoint      end  slack, ns
4_1_cts   p_tick_num[0]  rx_done       0.03
6_report  p_tick_num[0]  rx_done       0.14
5_1_grt   p_tick_num[0]  rx_done       0.01
-- logic make-up (layout without fill, tap and decap cells) --
group                      Yosys count  in the layout
and+or+nand+nor                     27             27
DFF                                 21             21
buffers and inverters                9             24
muxes                               11             11
AOI/OAI and AO/OA                   22             22
adders and majority gates            5              5
-- stage by stage --
stage | power (µW) | hold slack (ns)
floorplan | 705 | 0.456
global placement | 793 | 0.494
detailed placement | 800 | 0.499
CTS | 1030 | 0.523
global route | 1120 | 0.542
finish | 1030 | 0.516
-- power breakdown --
part,switching (µW),total (µW),leakage [µW],internal (µW)
registers,92.1,495,0.000264,403
logic,115,310,0.000315,195
clock network,113,221,0.0000217,108
total,320,1030,0.000601,707
-- routing by layer --
layer  up-vias  GRT usage [%]  wire [µm]
met1       372           3.73        965
met3         2          0.809         66
met2         5           4.85        996
met5         -              0          0
li1        377              -          -
met4         0          0.603         40
-- sequential cells by signal, summed over array words and instances, names as in the netlist --
name            flops
ps                  4
p_nbit_receive      4
p_bits              8
p_tick_num          5
-- final cells by class --
type,count,area share [%]
Tap cell,133,11.4
Sequential cell,21,36.1
Inverter,7,1.80
Multi-Input combinational cell,65,38.5
Timing Repair Buffer,13,8.76
Clock buffer,3,2.83
Clock inverter,1,0.515
-- cells in the mapped netlist, types with 2 or more instances --
library cell / number / area, µm²
dfrtp_1: 20 / 500
mux2_2: 10 / 113
nand2_1: 9 / 33.8
inv_1: 7 / 26.3
ha_1: 5 / 62.6
a21oi_1: 4 / 20.0
a22o_1: 3 / 26.3
nand3_1: 3 / 15.0
nor2_1: 3 / 11.3
o21ai_0: 3 / 15.0
a2111oi_4: 2 / 55.1
a21o_1: 2 / 15.0
and3_2: 2 / 15.0
nor3_1: 2 / 10.0
Power figures rest on the tool's default switching activity, not on a simulated workload.
