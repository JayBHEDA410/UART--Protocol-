==> ./design.v <==
`timescale 1ns/1ps
module transmitter #(parameter D_bit=8, stop_tick=16) (clk,rst,tx_in,tx_start,s_tick,tx_done_tick,tx_out);
	input clk,rst,s_tick,tx_start;
	input [D_bit-1:0] tx_in;
	output tx_out;
	output reg tx_done_tick;
	reg [1:0] ps,ns;          
	reg [3:0] p_nbit_transmit,n_nbit_transmit;       
	reg [3:0] p_tick_num,n_tick_num;              
	reg [D_bit-1:0] p_bits,n_bits;	                
	reg tx_ps_reg,tx_ns_reg;   
	parameter idle=2'b00,start=2'b01,data=2'b10,stop=2'b11;
	always@(posedge clk or posedge rst) begin
		if(rst)
			begin
				ps<=idle;
				p_nbit_transmit<=0;
				p_tick_num<=0;
				p_bits<=0;
				tx_ps_reg<=1'b1;
			end
		else
			begin
			   ps<=ns;
				p_nbit_transmit<=n_nbit_transmit;
				p_tick_num<=n_tick_num;
				p_bits<=n_bits;                          
				tx_ps_reg<=tx_ns_reg;
			end
		end		
	always@(*)
		begin
		   ns=ps;
	    	tx_done_tick=0;
			n_nbit_transmit=p_nbit_transmit;
			n_bits=p_bits;                             
			n_tick_num=p_tick_num;
			case(ps)
				idle: begin
							tx_ns_reg=1;
							if(tx_start)
							begin
							  tx_done_tick=1;
								n_tick_num=0;
								ns=start;
							end	
						end
				start: begin
							tx_ns_reg=0;
					      n_bits=tx_in;
							if(s_tick)
								if(p_tick_num==15)
									 begin
										n_tick_num=0;              
										n_nbit_transmit=0;
										ns=data;
									end	
								else 
									n_tick_num = p_tick_num+1;
						 end	
				data: begin
							tx_ns_reg=p_bits[0];
							if(s_tick==1)
									if(p_tick_num==15)
										begin
											n_tick_num=0;
											n_bits = {1'b0,p_bits[D_bit-1:1]};
											if(p_nbit_transmit==(D_bit-1))
												ns=stop;
											else
												n_nbit_transmit=p_nbit_transmit+1;
										end
									else	
										n_tick_num=p_tick_num+ 1;
						 end				
				stop:	begin
							tx_ns_reg=1;
							if(s_tick==1)
								if(p_tick_num==(stop_tick-1))
									begin                          
										ns=idle;
									end
								else
									n_tick_num = p_tick_num+1;
						 end			
				default: ns=idle;
			endcase		
		end
	assign tx_out=	tx_ps_reg;
endmodule	
==> ./run.sh <==
#!/bin/bash
# OpenROAD 26Q1-2900-gdf79404cd8, Yosys 0.63+post, stock flow scripts
make -C /OpenROAD-flow-scripts/flow DESIGN_CONFIG=/design/flow/config.mk WORK_HOME=/design/flow/orfs finish
==> ./config.mk <==
export PLATFORM = sky130hd
export DESIGN_NAME = transmitter
export DESIGN_NICKNAME = transmitter
export VERILOG_FILES = /design/flow/design.v
export SDC_FILE = /design/flow/constraint.sdc
export NUM_CORES = 4
export LEC_CHECK = 1
export CORE_AREA = 10 10 112 112
export DIE_AREA = 0 0 122 122
==> ./constraint.sdc <==
current_design transmitter

set clk_period 2.9
set clk_io_pct 0.2

create_clock -name clk0 -period $clk_period [get_ports {clk}]

set non_clock_inputs [all_inputs -no_clocks]
set_input_delay [expr $clk_period * $clk_io_pct] -clock clk0 $non_clock_inputs
set_output_delay [expr $clk_period * $clk_io_pct] -clock clk0 [all_outputs]
==> run notes <==
This memo summarizes the results of the implementation run.

Worst hold path
Counting instances, the worst hold path has a depth of 2. The startpoint of the worst hold path is p_bits[0]$_DFFE_PP0P_. STA shows the worst min-delay path finishing at tx_ps_reg$_DFF_PP1_. The path class of the lowest-slack min-delay path is reg2reg.

Clock tree
Buffers added to address setup during post-CTS repair amount to 0. After clock tree synthesis, the flow added hold-fix buffers numbering 0. In the CTS report, the clock slew at the register clock pins of the worst setup and hold paths is listed as 80 ps. The number of clock sinks came to 21. The total CTS buffers is 3.

CTS built an H-tree with a depth of 1. The CTS tree is yes. The latest clock arrival within the worst-skew pair is 260 ps. In this run, post-CTS repair resized a total of 0 instances. The deepest clock path buffer count is 2. Clock tree synthesis selected as its root buffer the cell sky130_fd_sc_hd__clkbuf_8.

STA
The final tally of max-slew violations is 0. The worst-case headroom to the max-slew limit is 0.457. In the final report, the number of hold violations comes to 0. The transition time of the tightest slew-check pin is roughly 800 ps. The final-report setup violation count is 0.

Summed over all failing endpoints, the final setup total negative slack is 0 ps. Across all setup checks in the final design, the least slack found is 452 ps. The worst path in the final design needs a cycle of 2450 ps, including I/O delays and setup. The highest clock rate this design can be run at is 0.408 GHz.

Post-route period utilization is reported as 0.844. Across the routed clock network, the largest skew measured is approximately 4.4 ps. Setup repair after global routing left no endpoint under its margin.

Yosys
The cell with the most instances after synthesis is sky130_fd_sc_hd__dfrtp_1. The count of library flops with an enable pin is 0. The portion of synthesized cell area occupied by the leading cell type is 0.451.

The area of the mapped netlist is 0.00105 sq mm. The sequential element share of the synthesized area is 0.501. Summed over all instances, the cell type with the most area after synthesis is sky130_fd_sc_hd__dfrtp_1. The fraction of synthesis flops using an asynchronous set or reset pin is 1.00. The cell count in the Yosys report is 112.

In the synthesis report, Yosys lists the chip area as 0.00105 sq mm. Counting the warning lines in the Yosys log gives 1. After synthesis, the netlist uses 29 different library cells. The main area contributors are sky130_fd_sc_hd__dfrtp_1 (45%), sky130_fd_sc_hd__o22ai_1 (5.9%), sky130_fd_sc_hd__dfstp_2 (5.0%). Synthesis handed over a netlist of between 100 and 150 instances. The average instance in the mapped netlist occupies 9.41 sq um. The most used flip-flop cell after synthesis is sky130_fd_sc_hd__dfrtp_1. The post-synth register bit count is 21. Sorting the synthesized cells by how often they occur yields sky130_fd_sc_hd__dfrtp_1 (19), sky130_fd_sc_hd__nand2_1 (12), sky130_fd_sc_hd__a21oi_1 (10), sky130_fd_sc_hd__o21ai_0 (10), sky130_fd_sc_hd__o22ai_1 (10).

Worst setup path
The kind of end point of the critical path is an output port. The worst flop-to-flop path startpoint is ps[3]$_DFF_PP0_. The worst setup path is launched from a flip-flop. The capture point of the worst register-to-register path is recorded as p_nbit_transmit[3]$_DFFE_PP0P_.

The report shows a maximum critical-path fanout of 21. By startpoint and endpoint, the worst setup path is classified as reg2out. In this run the register-to-register setup slack is 950 ps. Data arrives at the worst endpoint at 1870 ps. The report puts the cell count of the worst reg-to-reg path at 4.

The required time of the critical path is 2320 ps.

Finish
Counting flops per register, the top entry is p_bits. Measured on the finished design, the core utilization comes to 0.135. Summing all multi-input logic gate instances after layout gives 484 sq um. For the completed layout, the total cell area is recorded as ~0.0014 sq mm.

From synthesis to final layout, the design area changed by 31.1%. The number of filler instances in the final layout is 1144. The layout summary lists the proportion of cells stronger than drive strength 1 as 0.0880. The number of non-filler instances in the completed layout is 261. The number of flip-flops in the largest register is 8. The area taken by flip-flops and latches is 528 sq um.

Die
The horizontal extent of the die is 122 microns. The chip height is 122 microns. The floorplan utilization is 0.103. According to the I/O placement log, the pin count is 14. The core region is 0.0102 sq mm. The die outline area is between 0.01 and 0.015 sq mm.

According to the floorplan log, the row count is 37.

Routing
The number of antenna diodes in the final layout is 0. For this run, the detailed router reports a per-instance via density of 3.38. The violation tally from detailed-route iteration zero is 71. The detail route stage leaves a number of antenna-violating nets equal to 0. The DRC violation total left in the routed layout is recorded as 0. Per the detailed-route log, wirelength across all metal layers totals around 2.5 mm. According to the report, the first pass of detailed routing completed in 4 iterations. The uppermost metal layer occupied by signal nets is met3. After detailed routing, the met3 layer carries 94 microns of wire. The met2 wire length is 1.03 mm. The detailed-route wire length on metal 1 is 1.37 mm. The mean routed wirelength per cell is roughly 9.5 microns.

The routed via count is 881.

Global route
The number of antenna violations at the first check in global routing came to 0. After global routing the overflow that remains totals 0. Entering global routing, the biggest net connects 22 pins. The first global-routing pass estimated about 3.9 mm of wire. The via count of the first global-routing pass is 774. The total routing usage reported by global routing is 0.0320.

Power
The share of total power dissipated in combinational logic is 0.270. The power report attributes to the sequential group a share of 0.520. The analysis reports a worst IR drop on VDD of 0.000429 V.

The total leakage power is 0.526 nW. The power report attributes to the clock group a share of 0.210. The power density over the cells is ~660 mW/mm^2. The cell internal power dissipation is 0.606 mW. The reported net switching power is slightly above 0.3 mW. The script computed the net switching share of total power as 0.338.

Place
The HPWL after detailed placement is 1.86 mm. The number of cells after detailed placement is 257. The buffer_ports step reported a buffer count of 13. The post-placement worst setup slack is 623 ps. The routability-driven placement congestion ratio is 0.810. The standard cell area after detailed placement is 0.00134 sq mm.

Run status
The flow ran to the end, and the final reports show no timing, DRC or antenna violations.

Job
Warnings raised by the tools during the run amount to 25. The number of maximum-capacitance violations recorded for the run is 0.
stage by stage:
step	power [mW]	hold slack, ps
after floorplan	0.645	448
after global placement	0.719	469
after detailed placement	0.728	476
after CTS	0.923	489
after global routing	0.978	533
final	0.915	487
worst max-delay path, cell delays in order (launching register included):
cell and delay (ps):
sky130_fd_sc_hd__dfrtp_1 620, sky130_fd_sc_hd__nor3_2 350, sky130_fd_sc_hd__and2_1 180, sky130_fd_sc_hd__clkdlybuf4s50_1 460
cells in the final DEF (no fill, tap or decap), types with 2 or more instances in the layout:
cell type                         Yosys  layout
sky130_fd_sc_hd__dfrtp_1             19      19
sky130_fd_sc_hd__clkdlybuf4s50_1      0      13
sky130_fd_sc_hd__nand2_1             12      12
sky130_fd_sc_hd__o21ai_0             10      10
sky130_fd_sc_hd__a21oi_1             10      10
sky130_fd_sc_hd__o22ai_1             10      10
sky130_fd_sc_hd__nor2_1               7       7
sky130_fd_sc_hd__nand4_1              6       6
sky130_fd_sc_hd__inv_1                6       6
sky130_fd_sc_hd__a22o_1               4       4
sky130_fd_sc_hd__nand3_1              3       3
sky130_fd_sc_hd__clkbuf_8             0       3
sky130_fd_sc_hd__o211ai_1             2       2
sky130_fd_sc_hd__or3_1                2       2
sky130_fd_sc_hd__ha_1                 2       2
sky130_fd_sc_hd__dfstp_2              2       2
power by group through the flow:
stage / Sequential, mW / Clock, mW / Combinational (mW)
after CTS: 0.474 / 0.199 / 0.250
after global routing: 0.490 / 0.208 / 0.279
final: 0.476 / 0.192 / 0.247
routing by layer:
layer,vias up,global-route usage
li1,442,-
met1,414,0.0535
met2,25,0.0414
met3,0,0.00845
met4,0,0.000745
met5,-,0
logic make-up after synthesis:
| logic type | after synthesis | synth area share |
|---|---|---|
| muxes | 1 | 0.0107 |
| buffers and inverters | 10 | 0.0392 |
| adders and majority gates | 2 | 0.0237 |
| AOI/OAI and AO/OA | 39 | 0.224 |
| and+or+nand+nor | 39 | 0.201 |
| DFF | 21 | 0.501 |
how the worst max path moves through the flow:
| stage | start | slack (ps) | end | cells past startpoint |
|---|---|---|---|---|
| global route | ps[1]$_DFF_PP0_ | 340 | tx_done_tick | 3 |
| finish | ps[1]$_DFF_PP0_ | 450 | tx_done_tick | 3 |
| CTS | ps[1]$_DFF_PP0_ | 450 | tx_done_tick | 3 |
layout make-up:
class                      count  share of cell area
clock buffer                   3              0.0299
clock inverter                 1             0.00362
inverter                       6              0.0163
multi-input combinational     81               0.351
sequential                    21               0.382
tap                          136               0.123
timing repair buffer          13              0.0942
Power is estimated from default activity; no workload was simulated.
