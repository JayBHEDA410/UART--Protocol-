==> ./design.v <==
`timescale 1ns/1ps
module FIFO#(parameter bits=8,depth=8) (clk,rst,read_en,write_en,data_out,data_in,full,empty);
	input clk,rst,read_en,write_en;
	input [bits-1:0] data_in;
	output full,empty;
	output reg [bits-1:0] data_out;
	reg [3:0] read_ptr,write_ptr;
	reg [bits-1:0] register [depth-1:0];
	always@(posedge clk or posedge rst)
		begin
			if(rst)
					write_ptr<=0;	
			else if(write_en && !full)
				begin
					register[write_ptr]<=data_in;    
					write_ptr<=write_ptr+1;
				end
			else 
				register[write_ptr]<=register[write_ptr];	
		end		
	always@(posedge clk or posedge rst)
		begin
			if(rst)
					read_ptr<=0;	
			else if(read_en && !empty)
				begin                                     
					data_out<= register[read_ptr];    
					read_ptr<=read_ptr+1;
				end	
			else 
					data_out<=data_out;	
		end			
	assign full=({~write_ptr[3],write_ptr[2:0]} == read_ptr[3:0]);
	assign empty=(read_ptr[3:0] == write_ptr[3:0]);                          
endmodule
==> ./run.sh <==
#!/bin/bash
# OpenROAD 26Q1-2900-gdf79404cd8, Yosys 0.63+post, stock flow scripts
make -C /OpenROAD-flow-scripts/flow DESIGN_CONFIG=/design/flow/config.mk WORK_HOME=/design/flow/orfs finish
==> ./config.mk <==
export PLATFORM = sky130hd
export DESIGN_NAME = FIFO
export DESIGN_NICKNAME = FIFO
export VERILOG_FILES = /design/flow/design.v
export SDC_FILE = /design/flow/constraint.sdc
export NUM_CORES = 4
export LEC_CHECK = 1
export CORE_UTILIZATION = 50
==> ./constraint.sdc <==
current_design FIFO

set clk_period 6.9
set clk_io_pct 0.2

create_clock -name clk0 -period $clk_period [get_ports {clk}]

set non_clock_inputs [all_inputs -no_clocks]
set_input_delay [expr $clk_period * $clk_io_pct] -clock clk0 $non_clock_inputs
set_output_delay [expr $clk_period * $clk_io_pct] -clock clk0 [all_outputs]
==> flow_metrics.tcl <==
# metrics dict for downstream scripts
set metrics [dict create \
    status "complete, no violations" \
    tool_warnings 33 \
    antenna_left 0 \
    numSynthFlops 80 \
    yosysWarningCount 2 \
    cts_resized 0 \
    top_cell_area_share 0.5756 \
    post-cts-setup-buffers 0 \
    synth-edff-count 72 \
    pin_count 22 \
    clkLatencyLatePin_ps 350 \
    placed_cell_area_um2 4016 \
    dp_hpwl_um 6033 \
    numCtsBuffers 9 \
    drv_slew 0 \
    num_vias 2509 \
    holdCritPathClass "register to register" \
    core_um2 7253 \
    io_buffers 21 \
    dp.cells 380 \
    largest_area_cell "edfxtp_1" \
    syn_inst 276 \
    tritoncts "built" \
    yosysSeqAreaShare 0.6289 \
    met3_usage 0.1202 \
    max-cap-violations 0 \
    overflow 0 \
    fin_crit_sh 0.5441 \
    avgSynthCellArea_um2 13.61 \
    drt_iter0_drc 210 \
    wire_per_inst_um 22.55 \
    initial_utilization 0.5179 \
    cts_root_buf "clkbuf_8" \
    p_per_area_nw_per_um2 491.5 \
    drt-vias-per-instance 6.352 \
    worstMarginPinSlew_ps 1009 \
    top_cells_by_area "edfxtp_1, dfrtp_1, a222oi_1" \
    die_area_um2 7862 \
    p_total_mw 2.077 \
    cp_slowest_stage_delay_ps 810 \
    r2r_start "write_ptr[2]" \
    gr-usage-met1 0.4587 \
    use_met2 0.3510 \
    drive_gt1_frac 0.1149 \
    worstPathMaxFanout 22 \
    grt_pass1_wl_um 13850 \
    relSlewSlack 0.3261 \
    fin_cells 395 \
    synth_top_flop_cell "edfxtp_1" \
    path_class "register to primary output" \
    drc 0 \
    period_needed_ps 3754 \
    reg2reg_setup_slack_ps 3640 \
    crit_path_start_kind "register" \
    ys_cells 276 \
    synth_area_um2 3756 \
    place_congestion 0.8772 \
    htree_levels 3 \
    grt_pass1_vias 2477 \
    drt-total-wl_um 8907 \
    whs_ps 536.4 \
    busiest_layer "met1" \
    drt-pass1-iter-count 7 \
    async_reset_ff_frac 0.1000 \
    antenna_found_initial 0 \
    cp.arrival_ps 2370 \
    numClockSinks 80 \
    hp-start "read_ptr[3]" \
    fmax_mhz 266.4 \
    setup_viol 0 \
    grt_max_degree 23 \
    rows 31 \
    worstRegToRegCells 6 \
    hold_buffers 0 \
    die_h_um 88.67 \
    regToRegEndpoint "register[2][1]" \
    finalHoldViolations 0 \
    fin_setup_tns_ps 0 \
    crit_required_ps 5520 \
    final_area_um2 4225 \
    worst-path-buf-inv 1 \
    ys_area_um2 3756 \
    rsz0062_at_grt "no" \
    fin_worst_skew_ps 9.973 \
    die_w_um 88.67 \
    area_growth_syn_to_layout_pct 12.49 \
    hold_end "read_ptr[3]" \
    cp-end-kind "primary output" \
    path_cells "xor2_2 -> or2_2 -> nor3_1 -> clkdlybuf4s50_1" \
    antenna_cells 0 \
    ctsLongestPathBuffers 2 \
    clk_pin_slew_ps 80 \
    ys_types 38 \
    ir_drop_v 0.0002161 \
    holdPathStages 1 \
    cp_slowest_cell "dfrtp_1" \
    leakagePower_nw 1.460 \
    grtUsageTotal 0.2665 \
    cp_top_family "flip-flops" \
]
==> routing by layer <==
metal	up-vias	wire, um
met5	-	0
met4	0	128
met3	13	1109
met2	168	3635
li1	1128	-
met1	1200	4034
==> kinds of logic after synthesis <==
logic type	synth area share
buffers and inverters	0.03065
AND/OR/NAND/NOR	0.08828
AND-OR/OR-AND	0.1712
flip-flops	0.6289
adder cells (fa/ha/maj)	0.03997
multiplexers	0.01799
XOR/XNOR	0.02298
==> state kept, by name, indices dropped and copies added (netlist names) <==
name	cells
write_ptr	4
register	64
data_out	8
read_ptr	4
==> stage by stage <==
| step | setup WS [ps] | utilization |
|---|---|---|
| after detailed placement | 3511 | 0.5537 |
| after CTS | 3141 | 0.5825 |
| after global routing | 2964 | 0.5825 |
| after global placement | 3521 | 0.5537 |
| after floorplan | 4299 | - |
| final | 3146 | 0.5825 |
==> layout make-up <==
type	count	area (um2)
clock buffer	9	123.9
clock inverter	6	85.08
fill	593	3028
inverter	7	26.28
multi-input combinational	171	1279
sequential	80	2362
tap	99	123.9
timing repair buffer	23	225.2
==> worst max-delay path by stage <==
stage | start | depth (start not counted) | endpoint | slack [ps]
CTS | write_ptr[2] | 4 | full | 3140
global route | write_ptr[2] | 4 | full | 2960
finish | write_ptr[2] | 4 | full | 3150
==> synth_stat cells, drive strengths merged, types with 4 or more instances <==
library cell,count
a221oi,5
mux2,6
nor2b,5
inv,7
and4,4
o21ai,4
ha,12
a222oi,17
a21oi,6
nand2,21
buf,11
a31oi,10
dfrtp,8
a22oi,10
o31ai,8
edfxtp,72
a22o,7
nor2,25
xnor2,4
and3,6
clkbuf,7
xor2,5
==> power by group <==
group | total, mW | switching (mW) | internal, mW
registers | 0.842 | 0.0950 | 0.747
clock network | 0.363 | 0.162 | 0.200
logic | 0.872 | 0.541 | 0.331
total | 2.08 | 0.799 | 1.28
==> cells in the final DEF (no fill, tap or decap), drive strengths merged, types with 5 or more instances in the layout <==
master         Yosys  final
a22oi             10     10
and3               6      6
a222oi            17     17
nor2b              5      5
a221oi             5      5
nor2              25     25
a31oi             10     10
edfxtp            72     72
inv                7      7
nand2             21     21
clkbuf             7      9
ha                12     12
clkdlybuf4s50      0     21
a21oi              6      6
a22o               7      7
mux2               6      6
o31ai              8      8
dfrtp              8      8
xor2               5      5
No activity file was given, so power comes from the tool's default toggle rates.
